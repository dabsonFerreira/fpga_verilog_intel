[flow/design.v]
module semaforo(
					input rst, clk,
					input [1:0] corInicial_Carros_av1, 
					output reg [1:0] out,
					output reg [1:0] c1, c2,
					output reg p1, p2  
					);
reg a_verde, a_amarelo, a_vermelho;	 
parameter entrada0 = 2'b11, entrada1 = 2'b10, entrada2 = 2'b00, entrada3 = 2'b01;
reg [5:0]verde; reg [4:0] vermelho; reg [3:0] amarelo; 
reg [1:0] state;  
parameter s0 = 2'd0 , s1 = 2'd1, s2 = 2'd2, s3 = 2'd3;
always @ (posedge clk or posedge rst)
begin
	if (rst)
	begin
		state <= s0;
		c1 = 2'd0; c2 = c1; p1 = 1'd0; p2 = p1; 
	end
	else 
	begin
			case (corInicial_Carros_av1)
				entrada0:
					state = s0;				
				entrada1:
					state = s1;
				entrada2:
					state = s2;
				entrada3:
					state = s3;
			endcase;
			case (state)
					 s0: 
					 begin
						a_vermelho = 0;
						c1 <= 2'b11;
						p1 <= 1'b0;
						c2 <= 2'b00;
						p2 <= 1'b1;
						if (verde != 5'd30)  
						begin	
							verde = 5'd0 + 5'd1;
							a_verde = 0;
						end
						else
						begin
							verde = 5'd0;
							a_verde = 1;
						end
						if (a_verde)
							state <= s1;
						else
							state <= s0;
					 end	
					 s1:
					 begin
						a_verde = 0;
						c1 <= 2'b10;
						p1 <= 1'b0;
						c2 <= 2'b01;
						p2 <= 1'b1;
						if (amarelo != 3'd5)  
						begin	
							amarelo = 3'd0 + 3'd1;
							a_amarelo = 0;
						end
						else
						begin
							amarelo = 3'd0;
							a_amarelo = 1;
						end
						if (a_amarelo)
							state <= s2;
						else
							state <= s1;
					 end		
					 s2:
					 begin
						a_amarelo = 0;
						c1 <= 2'b00;
						p1 <= 1'b1;
						c2 <= 2'b11;
						p2 <= 1'b0;
						if (verde != 5'd30)  
						begin	
							verde = 5'd0 + 5'd1;
							a_verde = 0;
						end
						else
						begin
							verde = 5'd0;
							a_verde = 1;
						end
						if (a_verde)
							state <= s1;
						else
							state <= s3;
					  end
					 s3:
					 begin
						a_verde = 0;		 
						c1 <= 2'b01;
						p1 <= 1'b1;
						c2 <= 2'b10;
						p2 <= 1'b0;
						if (vermelho != 4'd15)  
						begin	
							vermelho = 4'd0 + 4'd1;
							a_vermelho = 0;
						end
						else
						begin
							vermelho = 4'd0;
							a_vermelho = 1;
						end
						if (a_vermelho)
							state <= s0;
						else
							state <= s3;
					 end		
				endcase
	end
end
always @ (state)
begin
	case (state)
	s0: out = 2'b11; 
	s1: out = 2'b10; 
	s2: out = 2'b11; 
	s3: out = 2'b01; 
	endcase
end
endmodule 
[flow/config.mk]
export PLATFORM = sky130hd
export DESIGN_NAME = semaforo
export DESIGN_NICKNAME = semaforo
export VERILOG_FILES = /design/flow/design.v
export SDC_FILE = /design/flow/constraint.sdc
export NUM_CORES = 4
export LEC_CHECK = 1
export CORE_AREA = 10 10 70 70
export DIE_AREA = 0 0 80 80
[flow/run.sh]
#!/bin/bash
# OpenROAD 26Q1-2900-gdf79404cd8, Yosys 0.63+post, stock flow scripts
make -C /OpenROAD-flow-scripts/flow DESIGN_CONFIG=/design/flow/config.mk WORK_HOME=/design/flow/orfs finish
[flow/constraint.sdc]
current_design semaforo

set clk_period 1.7
set clk_io_pct 0.2

create_clock -name clk0 -period $clk_period [get_ports {clk}]

set non_clock_inputs [all_inputs -no_clocks]
set_input_delay [expr $clk_period * $clk_io_pct] -clock clk0 $non_clock_inputs
set_output_delay [expr $clk_period * $clk_io_pct] -clock clk0 [all_outputs]
==> ci_impl_report.md <==
### Flow metrics

| Metric | Value |
|---|---|
| WL met3 | `approximately 78 um` |
| CP Max Fanout | `2` |
| Top-count cell post-synth | `dfrtp_1` |
| Met2 Wirelength | `312 um` |
| Layout cells sized above 1 | `about an eighth` |
| Area after DPL | `~740 um^2` |
| R2r endpoint | `state[3]` |
| Vias | `roughly 350` |
| Worst Slack Setup Final | `between 0.1 and 0.15 ns` |
| MaxCap Viol Count | `0` |
| Overall power | `roughly 0.64 mW` |
| Worst Setup Path Type | `reg -> out` |
| Post-synth top cells | `8 x dfrtp_1, 6 x dfxtp_1, 5 x ha_1, 5 x inv_1` |
| Mean post-synth cell area | `approximately 12 um^2` |
| Startpoint types | `register` |
| RSZ-0062 raised after global routing | `false` |
| PortBufs | `11` |
| Tool Warnings | `29` |
| Count of pins over their slew limit | `0` |
| DRC Markers | `0` |
| Num CTS Buffers | `3` |
| DRT Pass-1 Iters | `4` |
| Total negative slack | `0 ns` |
| Chip Height | `80 um` |
| Post-synthesis register bit count | `15` |
| Peak VDD IR | `approximately 0.17 mV` |
| Largest net degree at the start of global routing | `9` |
| Clock buffer depth | `2` |
| Min cycle time layout | `1.58 ns` |
| Full die area | `between 6000 and 7000 um^2` |
| Synthesized area | `~570 um^2` |
| Synth async-reset ratio | `60.0%` |
| Hold WS | `approximately 0.31 ns` |
| Hold WC Path Type | `in -> async` |
| Dpl cells | `approximately 110` |
| Final Core Density | `approximately 22%` |
| Post-route insts no fill | `109` |
| Crit path DAT | `between 1 and 1.5 ns` |
| DRT met1 WL | `roughly 460 um` |
| Ant. Diodes | `0` |
| Core Area | `around 3400 um^2` |
| Element type at the critical path end | `primary output` |
| GRT Total Usage | `under 10%` |
| Reg-to-reg critical path startpoint | `verde[0]` |
| Cell Rows | `21` |
| Setup Slack @ Placement | `0.0938 ns` |
| Setup Skew | `roughly 0.0013 ns` |
| Clock slew at reported path FFs | `0.08 ns` |
| Final Hold Vio Count | `0` |
| Post-synthesis sequential area ratio | `61.3%` |
| Distinct lib cells | `20` |
| Post-synth EDFFs | `0` |
| Final worst path period share | `93.2%` |
| Top sig layer | `met4` |
| Top cell area share | `35.4%` |
| Latency at later pin | `0.27 ns` |
| Crit path DRT | `roughly 1.4 ns` |
| HPWL Detailed | `approximately 760 um` |
| Status | `finished clean` |
| Final Wtd Congestion | `0.814` |
| Final wirelength | `just under 900 um` |
| Yosys top cell by area | `dfrtp_1` |
| FP Util | `16.6%` |
| Hold Buf Count CTS | `0` |
| Pwr Density | `between 800 and 900 nW/um^2` |
| 1st-iter DRT viols | `4` |
| H-tree depth | `1` |
| GR Overflow Total | `0` |
| WL per Instance | `a little over 8 um` |
| Setup repair bufs after CTS | `0` |
| CTS Root Cell | `clkbuf_4` |
| Initial antenna violation count | `0` |
| Actual transition at the worst max-transition pin | `approximately 0.21 ns` |
| Largest cells by area after synthesis | `dfrtp_1 35%, dfxtp_1 21%, ha_1 11%` |
| Post-Syn Instances | `between 40 and 50` |
| Max-slew headroom | `between 80% and 90%` |
| Die W | `approximately 80 um` |
| Reg2reg path depth | `2` |
| Final instance area | `approximately 760 um^2` |
| Prevailing post-synth register cell | `dfrtp_1` |
| Area figure in the yosys stat output | `~570 um^2` |
| Vias in the first global route | `approximately 340` |
| Leakage dissipation | `approximately 0.34 nW` |
| Yosys cell count | `between 40 and 50` |
| First-pass GRT wire length | `1.45 mm` |
| TritonCTS clock tree | `done` |
| Area grow syn2layout | `35.2%` |
| Reg2Reg Setup Slack | `around 1.0 ns` |
| Final ANT Viol Nets | `0` |
| IO Count | `12` |
| Vias/cell | `~3.2` |
| YS warnings | `1` |
| Final setup viols | `0` |
| Fmax | `631 MHz` |
| CTS Sinks | `15` |
| PostCTS Resize Cnt | `2` |
[power by group]
group	switching, mW	internal [mW]
Sequential	0.00465	0.372
Combinational	0.0288	0.0511
Clock	0.0952	0.0907
Total	0.129	0.514
[layout make-up]
| type | instances | area, um^2 |
|---|---|---|
| flip-flops and latches | 15 | 347 |
| repair buffers | 12 | 115 |
| inverters | 5 | 18.8 |
| well taps | 46 | 57.6 |
| clock buffers | 4 | 26.3 |
| multi-input cells | 27 | 200 |
| fillers | 374 | 2650 |
[state kept, by name, indices dropped and copies added (netlist names)]
name and count:
state 3, amarelo 2, c1 2, c2 2
verde 2, vermelho 2, p1 1, p2 1
[kinds of logic after synthesis]
logic type               after synthesis  synth area share (%)
AND-OR/OR-AND                          9                  10.6
buffers and inverters                  5                  3.32
XOR/XNOR                               1                  1.55
flip-flops                            15                  61.3
AND/OR/NAND/NOR                       12                  12.2
adder cells (fa/ha/maj)                5                  11.1
[routing by layer]
layer	GRT usage, %	up-vias
li1	-	184
met1	4.01	156
met2	3.37	11
met3	0.568	2
met4	1.41	0
met5	0	-
[layout by cell type, fill, tap and decap left out, types with 2 or more instances in the layout]
cell             netlist  layout
clkbuf_4               0       3
nand2b_1               2       2
or2_2                  3       3
o21ai_0                3       3
dfxtp_1                6       6
nand2_1                2       2
clkdlybuf4s50_1        0       9
o21bai_1               2       2
inv_1                  5       5
dfrtp_1                8       8
ha_1                   5       5
dlygate4sd2_1          0       2
[worst max-delay path, cell delays in order (launching register included)]
cell	delay, ns
dfrtp_1	0.38
or3_1	0.36
dlygate4sd2_1	0.24
[worst max path at each step]
| stage | to | start | cells past startpoint | slack [ns] |
|---|---|---|---|---|
| finish | out[0] | state[3] | 2 | 0.12 |
| global route | out[0] | state[3] | 2 | 0.06 |
| CTS | out[0] | state[3] | 2 | 0.1 |
Power figures rest on the tool's default switching activity, not on a simulated workload.
