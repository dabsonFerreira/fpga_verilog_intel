### config.mk
export PLATFORM = sky130hd
export DESIGN_NAME = TOP
export DESIGN_NICKNAME = TOP
export VERILOG_FILES = /design/flow/design.v
export SDC_FILE = /design/flow/constraint.sdc
export NUM_CORES = 4
export LEC_CHECK = 1
export CORE_AREA = 10 10 114 114
export DIE_AREA = 0 0 124 124
### run.sh
#!/bin/bash
# OpenROAD 26Q1-2900-gdf79404cd8, Yosys 0.63+post, stock flow scripts
make -C /OpenROAD-flow-scripts/flow DESIGN_CONFIG=/design/flow/config.mk WORK_HOME=/design/flow/orfs finish
### design.v
module DEMUX4 (
              input I,
				  input S0, S1,
				  output reg [3:0] O 
              );
always @ (*)
begin
	case ({S1,S0})
	2'b00 : O = {3'b000,I};
	2'b01 : O = {2'b00,I,1'b0};
	2'b10 : O = {1'b0,I,2'b00};
	2'b11 : O = {I, 3'b000};
	endcase 
end				  
endmodule 
module D_FF (
				  input clk, clr_n, d,
				  output reg q 
				  );
always @ (posedge clk or negedge clr_n)
begin
	if(~clr_n)
		q <= 1'b0;
	else
		q <= d;
end				  
endmodule 
module JK_FF (
				  input clk, j, k, clr_n,
				  output reg q 
				  );
always @ (posedge clk)
begin
	if(~clr_n)
		q <= 1'b0;
	else
		case ({j,k})
			2'b00 : q <= q;
			2'b01 : q <= 1'b0;
			2'b10 : q <= 1'b1;
			2'b11 : q <= ~q;
		endcase
end				  
endmodule 
module MUX4 (
            input I0, I1, I2, I3,
				input S0, S1,
				output reg Z
            );
always @ (*)
begin
	case ({S1,S0})
	2'b00 : Z = I0;
	2'b01 : Z = I1;
	2'b10 : Z = I2;
	2'b11 : Z = I3;
	endcase
end
endmodule 
module PISOReg (
               input clk, clr_n, load, sh_ena,
					input [3:0] data_in,
					output data_out
               );
reg [3:0] PISO_Reg;
always @ (posedge clk or negedge clr_n)
begin
	if(~clr_n)
		PISO_Reg <= 4'b0000;
	else
		if(load)
			PISO_Reg <= data_in;
		else
			if(sh_ena)
			begin
				PISO_Reg[0] <= PISO_Reg[1];
				PISO_Reg[1] <= PISO_Reg[2];
				PISO_Reg[2] <= PISO_Reg[3];
				PISO_Reg[3] <= PISO_Reg[0];
			end
end
assign data_out = PISO_Reg[0];
endmodule 
module RX (
          input clk, clr_n,
			 input transmit,
			 input data_RX,
			 output [3:0] A, B, C, D,
			 output [1:0] Qbit, Qwrd,
			 output received_n 
          );
wire [3:0] out_demux;
wire [3:0] ena_SIPO;
wire EN;
wire TCbit, TCwrd;
DEMUX4 DEMUX4 (
              .I(data_RX),
				  .S0(Qwrd[0]), 
				  .S1(Qwrd[1]),
				  .O(out_demux) 
              );
SIPOReg SIPORegA (
                 .clk(clk), 
					  .clr_n(clr_n), 
					  .ena(ena_SIPO[0]),
					  .data_in(out_demux[0]),
					  .data_out(A)
                 );
SIPOReg SIPORegB (
                 .clk(clk), 
					  .clr_n(clr_n), 
					  .ena(ena_SIPO[1]),
					  .data_in(out_demux[1]),
					  .data_out(B)
                 );
SIPOReg SIPORegC (
                 .clk(clk), 
					  .clr_n(clr_n), 
					  .ena(ena_SIPO[2]),
					  .data_in(out_demux[2]),
					  .data_out(C)
                 );
SIPOReg SIPORegD (
                 .clk(clk), 
					  .clr_n(clr_n), 
					  .ena(ena_SIPO[3]),
					  .data_in(out_demux[3]),
					  .data_out(D)
                 );
decoder4 decoder4 (
                  .A(Qwrd[0]), 
						.B(Qwrd[1]),
					   .EN(EN),
					   .O(ena_SIPO)
                );
D_FF DFF1 (
			.d(1'b1), 
			.clk(transmit), 
			.clr_n(received_n), 
			.q(EN)
			);
cnt4 bit_cnt (
             .clk(clk), 
				 .clr_n(received_n), 
				 .EN(EN),
				 .Q(Qbit),
				 .TC(TCbit)
				 );
cnt4 bit_wrd (
             .clk(clk), 
				 .clr_n(received_n), 
				 .EN(TCbit),
				 .Q(Qwrd),
				 .TC(TCwrd)
				 );
JK_FF JKFF1 (
				.j(1'b1), 
				.k(TCwrd & TCbit), 
				.clk(clk), 
				.clr_n(clr_n),
				.q(received_n)
				);
endmodule 
module SIPOReg (
               input clk, clr_n, ena,
				   input data_in,
				   output [3:0] data_out	 
					);
reg [3:0] SIPO_Reg;
always @ (posedge clk or negedge clr_n)
begin
	if(~clr_n)
		SIPO_Reg <= 4'b0000;
	else
		if(ena)
		begin
			SIPO_Reg[0] <= SIPO_Reg[1];
			SIPO_Reg[1] <= SIPO_Reg[2];
			SIPO_Reg[2] <= SIPO_Reg[3];
			SIPO_Reg[3] <= data_in;
		end
end
assign data_out = SIPO_Reg;
endmodule 
module TOP (
           input clk, clr_n,                 
			  input ldA, ldB, ldC, ldD,         
			  input [3:0] inA, inB, inC, inD,   
			  input transmit,                   
			  output data,                      
			  output [1:0] QbitRX, QwrdRX,      
			  output sent_n, received_n,          
			  output [3:0]outA, outB, outC, outD 
			  );
TX TX (
      .clk(clk), 
		.clr_n(clr_n),
		.ld_A(ldA), 
		.ld_B(ldB), 
		.ld_C(ldC), 
		.ld_D(ldD),
		.A(inA),
		.B(inB),
		.C(inC),
		.D(inD),
		.transmit(transmit),
		.transmit_data(data),
		.sent_n(sent_n)
      );
RX RX (
      .clk(clk), 
		.clr_n(clr_n),
		.transmit(transmit),
		.data_RX(data),
		.A(outA), 
		.B(outB), 
		.C(outC), 
		.D(outD),
		.Qbit(QbitRX), 
		.Qwrd(QwrdRX),
		.received_n(received_n) 
      );
endmodule 
module TX (
          input clk, clr_n,
			 input ld_A, ld_B, ld_C, ld_D,
			 input [3:0] A, B, C, D,
			 input transmit,
			 output transmit_data,
			 output sent_n 
			 );
wire Shift_enable;
wire outA, outB, outC, outD;
PISOReg PISO_A (
               .clk(clk), 
					.clr_n(clr_n), 
					.load(ld_A), 
					.sh_ena(Shift_enable),
					.data_in(A),
					.data_out(outA)
               );
PISOReg PISO_B (
               .clk(clk), 
					.clr_n(clr_n), 
					.load(ld_B), 
					.sh_ena(Shift_enable),
					.data_in(B),
					.data_out(outB)
               );
PISOReg PISO_C (
               .clk(clk), 
					.clr_n(clr_n), 
					.load(ld_C), 
					.sh_ena(Shift_enable),
					.data_in(C),
					.data_out(outC)
               );
PISOReg PISO_D (
               .clk(clk), 
					.clr_n(clr_n), 
					.load(ld_D), 
					.sh_ena(Shift_enable),
					.data_in(D),
					.data_out(outD)
               );
wire [1:0] Qwrd, Qbit;
wire TCbit, TCwrd;
MUX4 MUX4 (
           .I0(outA), 
			  .I1(outB), 
			  .I2(outC), 
			  .I3(outD),
			  .S0(Qwrd[0]), 
			  .S1(Qwrd[1]),
			  .Z(transmit_data)
           );
D_FF DFF1 (
				.d(1'b1), 
				.clk(transmit), 
				.clr_n(sent_n), 
				.q(Shift_enable)
				);
cnt4 cnt_bit(
				 .clk(clk), 
				 .EN(Shift_enable), 
				 .clr_n(sent_n),
				 .Q(Qbit),
				 .TC(TCbit)
				);
cnt4 cnt_wrd(
				 .clk(clk), 
				 .EN(TCbit), 
				 .clr_n(sent_n),
				 .Q(Qwrd),
				 .TC(TCwrd)
				);
JK_FF JKFF2 (
				.j(1'b1), 
				.k(TCwrd & TCbit), 
				.clk(clk), 
				.clr_n(clr_n),
				.q(sent_n)
				);
endmodule 
module cnt4 (
				input clk, EN, clr_n,
				output reg [1:0] Q,
				output TC
				);
always @ (posedge clk or negedge clr_n)
begin
	if(~clr_n)
		Q <= 2'd0;
	else
		if(EN)
			Q <= Q + 2'd1;
end
assign TC = (Q == 2'd3) ? 1'b1 : 1'b0;
endmodule 
module decoder4 (
                input A, B,
					 input EN,
					 output reg [3:0] O
                );
always @ (*)
begin
	if(EN)
	begin
		case ({B,A})
		2'b00 : O = 4'b0001;
		2'b01 : O = 4'b0010;
		2'b10 : O = 4'b0100;
		2'b11 : O = 4'b1000;
		endcase 
	end
	else
		O = 4'b0000;
end
endmodule 
### constraint.sdc
current_design TOP

set clk_period 1.7
set clk_io_pct 0.2

create_clock -name clk0 -period $clk_period [get_ports {clk}]
create_clock -name clk1 -period $clk_period [get_ports {transmit}]

set non_clock_inputs [all_inputs -no_clocks]
set_input_delay [expr $clk_period * $clk_io_pct] -clock clk0 $non_clock_inputs
set_output_delay [expr $clk_period * $clk_io_pct] -clock clk0 [all_outputs]
==> results.txt <==
Entry: Yosys synthesis followed by OpenROAD place and route.

Job:
- Per the run summary, max-cap violations total 0.
- The run gives the total number of warnings across the stage logs as 34.

Synthesis:
- The most frequently used library cell after synthesis is sky130_fd_sc_hd__dfrtp_1.
- The run gives the synthesized cell area as 0.00190 mm2.
- The run puts the xor and xnor fraction of the mapped netlist area at 0.0184.
- The run gives the fraction of the mapped netlist area in compound gates as 0.0723.
- The run puts the simple-gate portion of the synthesized area at 0.0466.
- Post-synth the commonest register cell is sky130_fd_sc_hd__dfrtp_1.
- The run puts the portion of synthesized cell area occupied by the leading cell type at 0.552.
- The run gives the async set or reset register ratio after synthesis as 0.955.
- The synthesis run shows the most used standard cells to be sky130_fd_sc_hd__dfrtp_1 (42), sky130_fd_sc_hd__nand2_1 (22), sky130_fd_sc_hd__mux2_2 (18).
- The run gives the number of synthesized flops with an enable pin as 0.
- The main area contributors are sky130_fd_sc_hd__dfrtp_1 (55%), sky130_fd_sc_hd__mux2_2 (11%), sky130_fd_sc_hd__mux2i_1 (8.4%).
- After synthesis, the design contains around 150 cells according to Yosys.
- The cell type that accounts for the most area after synthesis is sky130_fd_sc_hd__dfrtp_1.
- The average instance in the mapped netlist occupies between 10 and 15 um2.
- The run puts the flop and latch count out of synthesis at 44.
- Among the non-sequential cells, multiplexers take the most area.
- Counting the warning lines in the Yosys log gives 8.
- The run gives the count of distinct cell types in the synthesized netlist as 19.
- According to the Yosys statistics, the synthesized design has a chip area of approximately 0.0019 mm2.
- The run puts the share of synthesized area spent on multiplexers at 0.191.
- Synthesis produced 149 cells.
- The run gives the share of the yosys chip area belonging to registers as 0.573.
- The run puts the adder-cell share of the synthesized area at 0.0657.

Finish:
- The run puts the area growth from synthesis to final layout at 46.8%.
- The run puts the share of layout cells above drive strength 1 at 0.251.
- In the final layout, flip-flops and latches occupy 0.00109 mm2.
- The run gives the total of fill cells in the finished design as 1080.
- After the flow finishes, the layout carries non-filler instances totaling 351.
- The run gives the combinational gate area as 797 um2.
- The run puts the final cell utilization of the core at 0.268.
- The run gives the post-route cell area as ~0.0028 mm2.

Drt:
- The run puts the detail-routed via count per cell at 3.64.
- The run gives the per-cell routed wire length as 11.9 um.
- The run gives the post-route antenna net violation count as 0.
- The run gives the DRC violation count after routing as 0.
- The run gives the count of vias placed by the detailed router as approximately 1300.
- The run puts the wire length reported by the detailed router at roughly 4.2 mm.
- In the routed netlist, the antenna diode instances number 0.
- The run puts the total iterations of the first detailed-routing run at 3.
- The run puts the initial DRC count at 26.

Pwr:
- The design draws ~4.0 mW.
- The run gives the maximum resistive drop on vdd as 0.432 mV.
- The run gives the leakage power figure as 1.24 nW.
- The run puts the power density of the placed cells at approximately 1400 mW/mm2.

Timing:
- The run puts the final hold violation count at 0.
- The run gives the final setup slack of the worst path as -0.0184 ns.
- The run puts the final count of negative-setup-slack endpoints at 1.
- Across all hold checks on the routed design, the worst slack comes to around 0.14 ns.
- The run gives the post-route setup TNS as -0.0184 ns.
- Pins over their slew limit in the final report were tallied at 0.
- Setup repair after global routing could not meet its margin everywhere.
- In the final run the clock tree shows a worst skew of 0.0105 ns.

Global route:
- Global routing finished with a remaining overflow of 0.
- The run puts the via count of the first global-routing pass at approximately 1400.
- The run puts the largest net degree at the start of global routing at 33.
- The run gives the first-pass GRT wire length as roughly 7 mm.
- The run puts the initial antenna violation count at 0.
- The run gives the total routing resource utilization after global routing as 0.0562.

Floorplanning:
- The total area inside the core boundary comes to between 0.01 and 0.015 mm2.
- The chip occupies between 0.015 and 0.02 mm2.
- The run gives the chip height as 124 um.
- The initial utilization of the core area, before any placement, comes to 0.183.
- After floorplanning, the core was divided into 37 placement rows.
- The run puts the number of primary I/O pins at between 40 and 50.
- According to the floorplan report, the die width is 124 um.

Placed design:
- In this run the cell area measured after placement is 0.00257 mm2.
- The run puts the pre-CTS setup slack at -0.110 ns.
- Summed over all nets, the half-perimeter wirelength after detailed placement is about 3.2 mm.
- The run gives the count of input and output buffers as ~44.
- The run gives the final weighted congestion in routability-driven placement as roughly 0.75.
- The run puts the post-placement cell count at ~340.

Critical path:
- Looking at the reg2reg group, the worst path starts from TX.cnt_wrd.Q[0].
- The run puts the register-to-register setup slack at approximately 0.14 ns.
- The run gives the data arrival at the endpoint of the critical path as between 1 and 1.5 ns.
- The run gives the reg-to-reg critical path endpoint as RX.SIPORegC.SIPO_Reg[3].
- STA classifies the critical path endpoint as an output port.
- The run gives the number of cells traversed by the worst register-to-register path as 7.
- The run gives the data required time of the critical path as about 1.4 ns.
- The run gives the critical path startpoint category as a flip-flop.
- The critical path is of the flip-flop to output port type.
- The run puts the largest fanout on the critical path at 2.

Clock network:
- The run gives the number of sinks handled by clock tree synthesis as 44.
- The run gives the clock tree from TritonCTS as yes.
- The timing report gives the clock slew at the launch and capture registers of the worst setup and hold paths as roughly 0.080 ns.

Run status:
- The flow ran to the end, but the final reports show violations.
- The checks that failed: setup timing.

Min path:
- The worst hold path belongs to the class flip-flop to async pin.
## what timing repair did
item                       CTS  global route
resized                     15             1
buffers inserted             2             1
setup endpoints to repair    1             4
pin swaps                    3             2
hold buffers                 0             0
## flip-flops by register name, indices dropped and copies added (netlist names), 2 cells and up
name                  cells
RX.bit_cnt.Q              2
RX.SIPORegA.SIPO_Reg      4
TX.PISO_D.PISO_Reg        4
RX.SIPORegB.SIPO_Reg      4
TX.PISO_C.PISO_Reg        4
TX.PISO_B.PISO_Reg        4
RX.SIPORegD.SIPO_Reg      4
TX.PISO_A.PISO_Reg        4
RX.bit_wrd.Q              2
TX.cnt_bit.Q              2
TX.cnt_wrd.Q              2
RX.SIPORegC.SIPO_Reg      4
## critical path, cell delays in order, from the launching register on
cell and delay, ns:
sky130_fd_sc_hd__dfrtp_1 0.40, sky130_fd_sc_hd__buf_6 0.13, sky130_fd_sc_hd__ha_4 0.14, sky130_fd_sc_hd__a22oi_2 0.20
sky130_fd_sc_hd__a21oi_2 0.10, sky130_fd_sc_hd__buf_2 0.12
## layout by cell type (no fill, tap or decap), types with 3 or more instances in the layout
master,count
sky130_fd_sc_hd__mux2i_1,16
sky130_fd_sc_hd__ha_1,6
sky130_fd_sc_hd__o21ai_0,17
sky130_fd_sc_hd__inv_1,3
sky130_fd_sc_hd__buf_4,11
sky130_fd_sc_hd__xor2_1,4
sky130_fd_sc_hd__clkdlybuf4s50_1,43
sky130_fd_sc_hd__nand2_1,22
sky130_fd_sc_hd__clkbuf_8,9
sky130_fd_sc_hd__dfrtp_1,42
sky130_fd_sc_hd__mux2_2,18
## where the power goes
group          total [mW]  internal (mW)  leakage [nW]  switching (mW)
clock network       0.991          0.628        0.0800           0.363
registers            1.58           1.35         0.535           0.221
logic                1.47          0.973         0.626           0.494
## logic make-up (layout without fill, tap and decap cells)
group                    after synthesis  count (layout)
AND-OR/OR-AND                         24              24
XOR/XNOR                               4               4
adder cells (fa/ha/maj)               10              10
buffers and inverters                  9              74
flip-flops                            44              44
multiplexers                          34              34
other                                  1               2
AND/OR/NAND/NOR                       23              23
## per-layer routing
layer	track usage	vias up	wire (um)
met4	0.0129	0	98
met5	0	-	0
met3	0.0340	5	496
met1	0.0702	601	1760
met2	0.0818	30	1810
li1	-	641	-
## layout make-up
type | instances | share of cell area
Clock buffer | 10 | 0.0457
Timing Repair Buffer | 58 | 0.201
Tap cell | 136 | 0.0609
Clock inverter | 1 | 0.0107
Inverter | 5 | 0.00671
Sequential cell | 44 | 0.390
Multi-Input combinational cell | 97 | 0.285
## worst max-delay path by stage
| stage | startpoint | to | slack, ns | cells after the start |
|---|---|---|---|---|
| 4_1_cts | TX.cnt_wrd.Q[0] | data | -0.01 | 5 |
| 5_1_grt | TX.cnt_wrd.Q[1] | data | -0.15 | 5 |
| 6_report | TX.cnt_wrd.Q[1] | data | -0.02 | 5 |
Power and IR drop assume default switching activity.
